==> flow/design.v <==
module data_path (control, IR, int_rbus, int_wbus, int_abus, Z, clk); 
   input wire clk;
   input wire [15:0] int_rbus;
   output wire [15:0] int_abus;
   output wire [15:0] int_wbus;
   output wire Z;
   output reg [3:0] IR;
   input wire [0:14-1] control;
   reg [15:0] R0, ACC, RN;
   reg [15:0] PC, MR;
   reg [15:0] wbus, rbus, alu;
   reg [15:0] abus;
   always @(posedge clk) begin
      if (control[1] == 1'b1)
         PC <= 16'h0000;
      if (control[2] == 1'b1)
          PC <= PC + 1;
      if (control[3] == 1'b1)
          IR <= int_rbus[15:12];
      if (control[4] == 1'b1)
          R0 <= int_rbus[11:0];
	     if (control[5] == 1'b1)
    	          ACC <= int_rbus;
	  if (control[7] == 1'b1)
        	  ACC <= alu;
     if (control[12] == 1'b1)
         PC <= R0;
      if (control[13] == 1'b1)
         MR <= R0;
   end
   always@(control[11], control[10], PC, MR) begin
      if (control[11] == 1'b1)
          abus <= PC;
      if (control[10] == 1'b1)
          abus <= MR;
   end 
   always@(control[8], control[9], R0, ACC) begin
      if (control[8] == 1'b1)
         alu <= R0 + ACC;
      if (control[9] == 1'b1) begin
         RN = ~R0 + 1'b1;  
         alu <= ACC + RN;
      end
   end
   always@(control[6], ACC) begin
      if (control[6] == 1'b1)
         wbus <= ACC;
   end
   assign Z = (alu == 16'b0000000000000000) ? 1'b1 : 1'b0;
   assign int_abus = abus;
   assign int_wbus = wbus;
endmodule
==> flow/run.sh <==
#!/bin/bash
# OpenROAD 26Q1-2900-gdf79404cd8, Yosys 0.63+post, stock flow scripts
make -C /OpenROAD-flow-scripts/flow DESIGN_CONFIG=/design/flow/config.mk WORK_HOME=/design/flow/orfs finish
==> flow/config.mk <==
export PLATFORM = sky130hd
export DESIGN_NAME = data_path
export DESIGN_NICKNAME = data_path
export VERILOG_FILES = /design/flow/design.v
export SDC_FILE = /design/flow/constraint.sdc
export NUM_CORES = 4
export LEC_CHECK = 1
export CORE_UTILIZATION = 50
==> flow/constraint.sdc <==
current_design data_path

set clk_period 3.6
set clk_io_pct 0.2

create_clock -name clk0 -period $clk_period [get_ports {clk}]

set non_clock_inputs [all_inputs -no_clocks]
set_input_delay [expr $clk_period * $clk_io_pct] -clock clk0 $non_clock_inputs
set_output_delay [expr $clk_period * $clk_io_pct] -clock clk0 [all_outputs]
==> impl_report.txt <==
=== SYNTHESIS / PLACE & ROUTE SUMMARY ===
----------------------------------------------------
[Status]
  Status ........................ finished clean

[Placed design]
  Placer's final routability congestion estimate ........................ 0.9001
  Number of cells after detailed placement ........................ around 620
  HPWL reported at the end of detailed placement ........................ 8.023 mm
  Pre-CTS setup slack ........................ roughly 0.95 ns
  I/O Buffers ........................ 66

[Job]
  Maxcap violations ........................ 0
  Tool warnings ........................ 39

[Yosys]
  Post-synth top flop ........................ sky130_fd_sc_hd__edfxtp_1
  Cells after Synth ........................ 430
  Synthesis area per yosys ........................ between 4000 and 5000 um^2
  Number of synthesized flops with an enable pin ........................ 60
  Syn. warnings ........................ 1
  Synthesized area per cell ........................ between 10 and 15 um^2
  Post-synthesis sequential element count ........................ 108
  Cell count in the Yosys report ........................ roughly 430
  Async set or reset register ratio after synthesis ........................ 0
  Distinct cell type count after synthesis ........................ roughly 68
  Summed instance area of the synthesized netlist ........................ 4790 um^2

[Clock tree]
  Count of H-tree levels built during CTS ........................ 3
  CTS resizes ........................ 0
  Num CTS Buffers ........................ 9
  Clock latency reported for the late side of the worst-skew pair ........................ between 0.3 and 0.4 ns
  Clock root buffer ........................ sky130_fd_sc_hd__clkbuf_8
  CTS clock-pin slew for the worst setup and hold paths ........................ 0.06 ns
  # Post-CTS Setup Buffers ........................ 0
  Maximum root-to-sink buffer count ........................ 2
  Hold buffers post-CTS ........................ 0
  CTS tree ........................ built

[Timing]
  Final hold violation count ........................ 0
  Slew at the pin closest to its max-slew limit ........................ 0.8071 ns
  Worst max-slew margin expressed relative to the limit ........................ 0.4599
  Unrepaired setup endpoints after global routing ........................ false
  Final max-slew violation count ........................ 0
  Final setup viols ........................ 0
  Max Freq ........................ roughly 430 MHz
  Register pins left without a clock ........................ 48
  Worst Skew ........................ roughly 0.0056 ns
  Time the final worst path needs with I/O delays and setup ........................ about 2.3 ns
  Cycle use final ........................ 0.6387
  Setup total negative slack ........................ 0 ns
  Endpoints left unconstrained ........................ 81
  Minimum setup slack in the final design ........................ ~1.3 ns

[Global route]
  First-pass GRT wire length ........................ 16.48 mm
  Maximum number of pins on one net before global-route repair ........................ 24
  Initial antenna violation count ........................ 0
  All-Layer GR Usage ........................ 0.2279
  Via count of the first global-routing pass ........................ 3354
  Global route overflow ........................ 0

[Power and ir drop]
  Post-layout power ........................ approximately 2 mW
  Worst-case vdd ir drop ........................ 0.1571 mV
  Reported leakage power ........................ 2.261 nW
  Cell Pwr Density ........................ 348.2 nW/um^2

[Setup path]
  CP Data Arrival Time ........................ 2.26 ns
  Type of element capturing the critical path ........................ flip-flop
  Max stage delay on crit path ........................ 0.81 ns
  Stages on worst setup path ........................ 2
  CP bufs+invs ........................ 1
  Endpoint required time on the critical path ........................ 3.57 ns
  Maximum fanout count along the critical path ........................ 16
  R2r worst-path depth ........................ 6
  Critical path's slowest cell ........................ sky130_fd_sc_hd__or3_1
  Top Family by Delay on Critical Path ........................ simple AND/OR/NAND/NOR gates
  Category of the critical setup timing path ........................ in2reg
  Cells along the critical path ........................ clkdlybuf4s50_1 > or3_1
  Startpoint kind of the worst setup timing path ........................ input port

[Route]
  DRC violation total after the first TritonRoute iteration ........................ 127
  Final routed wire length divided by cell count ........................ 15.90 um
  Via count normalized by instance count ........................ around 5.3
  # diodes ........................ 0
  First-pass iteration count of the detailed router ........................ 4
  Remaining DRCs ........................ 0
  DRT antenna net count ........................ 0
  Count of vias placed by the detailed router ........................ 3345
  Post-detailed-routing wire length ........................ 10.02 mm

[Floorplan]
  Core Area ........................ 9240 um^2
  I/O pin total ........................ 68
  Total number of placement rows ........................ 35
  Die outline height ........................ approximately 100 um
  Die outline width ........................ 99.88 um
  Share of the core filled by cells before placement ........................ 0.5183
  Die area ........................ roughly 10000 um^2

[Layout]
  Number of fill cells in the layout ........................ 777
  Most used logic cell in the final layout ........................ sky130_fd_sc_hd__clkdlybuf4s50_1
  Number of cells in the finished layout apart from fillers ........................ ~630
  Share of cells above drive strength 1 ........................ 0.1297
  Most common logic cells in the final layout ........................ 66 x sky130_fd_sc_hd__clkdlybuf4s50_1, 60 x sky130_fd_sc_hd__edfxtp_1, 32 x sky130_fd_sc_hd__dlxtn_1
  Synthesis-to-layout area growth ........................ 19.51%

[Hold path]
  Cells on Worst Hold Path ........................ 0
  Classification of the worst-slack hold path ........................ reg2reg

----------------------------------------------------
## layout make-up
class                           count  area, um^2  share of cell area
Multi-Input combinational cell    282        2102              0.3672
Tap cell                          129       161.4             0.02820
Timing Repair Buffer               68       675.6              0.1180
Clock inverter                      5       30.03            0.005246
Clock buffer                       10       127.6             0.02230
Inverter                           28       105.1             0.01836
Sequential cell                   108        2522              0.4407
## synthesized netlist by cell type, types with 3 or more instances
master | number | area, um^2
sky130_fd_sc_hd__edfxtp_1 | 60 | 1802
sky130_fd_sc_hd__dlxtn_1 | 32 | 480.5
sky130_fd_sc_hd__nand2_1 | 31 | 116.4
sky130_fd_sc_hd__o21ai_0 | 28 | 140.1
sky130_fd_sc_hd__mux2_2 | 27 | 304.0
sky130_fd_sc_hd__inv_1 | 26 | 97.59
sky130_fd_sc_hd__ha_1 | 25 | 312.8
sky130_fd_sc_hd__nor2_1 | 24 | 90.09
sky130_fd_sc_hd__a21oi_1 | 17 | 85.08
sky130_fd_sc_hd__dlxtp_1 | 16 | 240.2
sky130_fd_sc_hd__xnor2_1 | 15 | 131.4
sky130_fd_sc_hd__nand3_1 | 12 | 60.06
sky130_fd_sc_hd__xor2_1 | 10 | 87.58
sky130_fd_sc_hd__nor2b_1 | 9 | 56.30
sky130_fd_sc_hd__nor4_1 | 8 | 50.05
sky130_fd_sc_hd__clkbuf_1 | 5 | 18.77
sky130_fd_sc_hd__nor3_1 | 5 | 25.02
sky130_fd_sc_hd__a21o_1 | 4 | 30.03
sky130_fd_sc_hd__or2_2 | 4 | 25.02
sky130_fd_sc_hd__or3_1 | 4 | 25.02
sky130_fd_sc_hd__a221oi_1 | 3 | 26.28
sky130_fd_sc_hd__a31oi_1 | 3 | 18.77
sky130_fd_sc_hd__and3_1 | 3 | 18.77
sky130_fd_sc_hd__buf_2 | 3 | 15.01
sky130_fd_sc_hd__o21a_1 | 3 | 22.52
## cell families (layout without fill, tap and decap cells)
| kind of cell | after synthesis | in the layout | synth area share |
|---|---|---|---|
| latches | 48 | 48 | 0.1505 |
| buffers and inverters | 40 | 111 | 0.03448 |
| DFF | 60 | 60 | 0.3762 |
| muxes | 28 | 28 | 0.06557 |
| xor gates and xnor gates | 25 | 25 | 0.04572 |
| AOI/OAI and AO/OA | 87 | 87 | 0.1309 |
| adders and majority gates | 27 | 27 | 0.07367 |
| and+or+nand+nor | 115 | 115 | 0.1230 |
## sequential cells by signal (all words and copies together) (netlist names)
signal	count
MR	12
ACC	16
R0	12
abus	16
IR	4
PC	16
alu	16
wbus	16
## per-stage QoR
stage / hold WS, ns / cell area (um^2) / utilization
global route: 0.5527 / 5724 / 0.6195
global placement: 0.5166 / 5567 / 0.6024
finish: 0.5435 / 5724 / 0.6195
detailed placement: 0.5273 / 5567 / 0.6024
floorplan: 0.4799 / 4790 / -
CTS: 0.5366 / 5724 / 0.6195
## metal layers
layer | routed length (um) | up-vias | share of wire | GRT usage
met3 | 518 | 18 | 0.052 | 0.04533
met4 | 182 | 0 | 0.018 | 0.03167
met5 | 0 | - | 0 | 0
met2 | 4736 | 80 | 0.47 | 0.3623
li1 | - | 1693 | - | -
met1 | 4578 | 1554 | 0.46 | 0.3591
## final timing paths
| kind | startpoint | to | slack, ns |
|---|---|---|---|
| setup / recovery | control[12] | PC[10] | 1.30 |
| hold / removal | R0[9] | MR[9] | 0.54 |
| setup reg to reg | PC[0] | PC[12] | 1.73 |
| hold reg to reg | R0[9] | MR[9] | 0.54 |
## report_power, final
part | internal [mW] | switching (mW)
registers | 0.908 | 0.0726
logic | 0.249 | 0.275
clock network | 0.242 | 0.247
Power is estimated from default activity; no workload was simulated.
